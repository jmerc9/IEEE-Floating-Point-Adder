==> ./design.v <==
module debounce(
    input clk,
    input button,  
    output pressed
);
	wire 				PB_idle = (PB_state==PB_sync_1);
	wire 				PB_cnt_max = &PB_cnt;	
	reg 	[15:0] 	PB_cnt;
	reg 				PB_state, PB_sync_0, PB_sync_1;  
	assign pressed = ~PB_idle & PB_cnt_max & ~PB_state;	
	always @(posedge clk) begin
		PB_sync_0 <= ~button; 
		PB_sync_1 <= PB_sync_0;	
	end
	always @(posedge clk) begin
		if(PB_idle) PB_cnt <= 0;
		else begin
			PB_cnt <= PB_cnt + 16'd1;
			if(PB_cnt_max) PB_state <= ~PB_state;  
		end
	end
endmodule
module fpa (  
	input 					clk,
	input 		[15:0] 	in1,
	input 		[15:0] 	in2,
	input 					enable,
	output reg 				done,
	output 		[15:0] 	sum
);
	parameter 	[2:0]		S0 = 3'b000, 
								S1 = 3'b001, 
								S2 = 3'b011, 
								S3 = 3'b010,
								S4 = 3'b110,
								S5 = 3'b111,
								S6 = 3'b101,
								S7 = 3'b100;
	reg 				Sg1, Sg2;  
	reg 				overflow, underflow;
	reg 	[2:0] 	cur_state;
	reg 	[4:0] 	E1, E2;  
	reg 	[12:0] 	M1, M2;  
	wire 				fv, fu;
	wire 	[14:0] 	M1comp, M2comp;
	wire 	[14:0] 	addout, fsum;
	initial begin
		cur_state = S0;
		done = 1'b0;
		overflow = 1'b0;
		underflow = 1'b0;
		Sg1 = 1'b0;
		Sg2 = 1'b0;
		M1 = 13'b0;
		M2 = 13'b0;
		E1 = 5'b0;
		E2 = 5'b0;
	end
	assign 	M1comp = (Sg1 == 1'b1) ? ~({2'b00, M1}) + 1 : {2'b00, M1} ;  
	assign 	M2comp = (Sg2 == 1'b1) ? ~({2'b00, M2}) + 1 : {2'b00, M2} ;  
	assign 	addout = M1comp + M2comp;  
	assign 	fsum = (addout[14] == 1'b0) ? addout : ~addout + 1;
	assign 	fv = fsum[14] ^ fsum[13];
	assign 	fu = ~M1[12];
	assign 	sum = {Sg1, E1, M1[11:2]};  
	always @ (posedge clk) begin
		case (cur_state)
			S0: begin  
				if (enable == 1'b1) begin
					E1 <= in1[14:10];
					Sg1 <= in1[15];
					M1[11:0] <= {in1[9:0], 2'b00};
					if (in1 == 0) M1[12] <= 1'b0;
					else M1[12] <= 1'b1;
					done <= 1'b0;
					overflow <= 1'b0;
					underflow <= 1'b0;
					cur_state <= S1;
				end
			end
			S1: begin  
				E2 <= in2[14:10];
				Sg2 <= in2[15];
				M2[11:0] <= {in2[9:0], 2'b00};
				if (in2 == 0) M2[12] <= 1'b0;
				else M2[12] <= 1'b1;
				cur_state <= S2;		
			end
			S2: begin  
				if ((M1 == 0) || (M2 == 0)) cur_state <= S3;
				else begin
					if (E1 == E2) cur_state <= S3;
					else if (E1 < E2) begin  
						M1 <= {1'b0, M1[12:1]};
						E1 <= E1 + 1;
					end
					else if (E2 < E1) begin  
						M2 <= {1'b0, M2[12:1]};
						E2 <= E2 + 1;
					end
				end
			end
			S3: begin 
				Sg1 <= addout[14];
				if (fv == 1'b0) M1 <= fsum[12:0];
				else begin
					M1 <= fsum[13:1];
					E1 <= E1 + 1;
				end
				cur_state <= S4;
			end
			S4: begin  
				if (M1 == 0) begin
					E1 <= 8'h00;
					cur_state = S6;
				end
				else cur_state <= S5;
			end
			S5: begin
				if (E1 == 0) begin
					underflow <= 1'b1;
					cur_state <= S6;
				end
				else if (fu == 1'b0) cur_state <= S6;
				else begin
					M1 <= {M1[11:0], 1'b0};
					E1 <= E1 - 1;
				end
			end
			S6: begin
				if (E1 == 31) overflow <= 1'b1;
				done <= 1'b1;
				cur_state <= S0;
			end
		endcase
	end
endmodule
module fpa_v3(
	input 		          		MAX10_CLK1_50,
	output		     [7:0]		HEX0,
	output		     [7:0]		HEX1,
	output		     [7:0]		HEX2,
	output		     [7:0]		HEX3,
	output		     [7:0]		HEX4,
	output		     [7:0]		HEX5,
	input 		     [1:0]		KEY,
	inout 		     [1:0]		ARDUINO_IO,
	inout 		     [7:0]		GPIO
);
	wire 				en, scan;  
	wire 				b0p, b1p;  
	wire 				dn;  
	wire 	[3:0]		curr_hex;  
	wire 	[15:0] 	result;  
	wire 	[15:0] 	in1, in2;  
	keypad 			kp 	(.clk(MAX10_CLK1_50), .rst(b0p), .scan(scan), .data_in(GPIO[7:0]), .data(curr_hex));
	fpa 				add 	(.clk(MAX10_CLK1_50), .in1(in1), .in2(in2), .enable(en), .done(dn), .sum(result));
	seg_controller seg 	(.clk(MAX10_CLK1_50), .rst(b0p), .numb(curr_hex), .press(b1p), .out_st(ARDUINO_IO[1:0]), .in1(in1), .in2(in2), 
									.result(result), .en(en), .scan(scan), .Hex5(HEX5), .Hex4(HEX4), .Hex3(HEX3), .Hex2(HEX2), .Hex1(HEX1), .Hex0(HEX0));
	debounce 		db1 	(.clk(MAX10_CLK1_50), .button(KEY[1]), .pressed(b1p));
	debounce 		db0 	(.clk(MAX10_CLK1_50), .button(KEY[0]), .pressed(b0p));
endmodule
module keypad(
	input 					clk,
	input 					rst,
	input 					scan,
	output reg 	[3:0] 	data,
	inout 		[7:0] 	data_in
);
	parameter 	[1:0] 	S0 = 2'b00,
								S1 = 2'b01,
								S2 = 2'b11,
								S3 = 2'b10;
	reg 	[1:0] 	cur_state;
	reg 	[3:0] 	row;
	wire 	[3:0] 	column;
	assign 		data_in[7:4] = row;
	assign 		column = data_in[3:0];
	assign 		HEX0 = data; 
	initial begin
		cur_state = S0;
		row = 4'b0000;
	end
	always @ (posedge clk) begin
		if (rst) begin
			cur_state = S0;
			row = 4'b0000;
		end
		else if (scan == 1'b1) begin
			case(cur_state)
				S0: begin  
					row <= 4'b0100;
					if (column == 4'b1000) data <= 4'h1;
					else if (column == 4'b0100) data <= 4'h2;
					else if (column == 4'b0010) data <= 4'h3;
					else if (column == 4'b0001) data <= 4'hA;
					cur_state <= S1;
				end
				S1: begin  
					row <= 4'b0010;
					if (column == 4'b1000) data <= 4'h4;
					else if (column == 4'b0100) data <= 4'h5;
					else if (column == 4'b0010) data <= 4'h6;
					else if (column == 4'b0001) data <= 4'hB;
					cur_state <= S2;
				end
				S2: begin  
					row <= 4'b0001;
					if (column == 4'b1000) data <= 4'h7;
					else if (column == 4'b0100) data <= 4'h8;
					else if (column == 4'b0010) data <= 4'h9;
					else if (column == 4'b0001) data <= 4'hC;
					cur_state <= S3;
				end
				S3: begin  
					row <= 4'b1000;
					if (column == 4'b1000) data <= 4'h1E;
					else if (column == 4'b0100) data <= 4'h0;
					else if (column == 4'b0010) data <= 4'hF;
					else if (column == 4'b0001) data <= 4'hD;
					cur_state <= S0;
				end
			endcase
		end
		else data <= 4'bZZZZ;
	end
endmodule
module seg_controller (
	input 					clk,
	input 					rst,
	input						press,
	input 		[3:0] 	numb,
	output reg 	[1:0] 	out_st,
	input 		[15:0]	result,
	output reg				en,
	output reg				scan,
	output reg 	[15:0] 	in1,
	output reg  [15:0]   in2,
	output reg 	[7:0] 	Hex5,
	output reg 	[7:0] 	Hex4,
	output reg 	[7:0] 	Hex3,
	output reg 	[7:0] 	Hex2,
	output reg 	[7:0] 	Hex1,
	output reg 	[7:0] 	Hex0
);
	function [7:0] convert_hex;  
		input [3:0] binary_in;
		case (binary_in)
			4'b0000: convert_hex = zero; 
			4'b0001: convert_hex = one; 
			4'b0010: convert_hex = two; 
			4'b0011: convert_hex = three; 
			4'b0100: convert_hex = four; 
			4'b0101: convert_hex = five; 
			4'b0110: convert_hex = six; 
			4'b0111: convert_hex = seven; 
			4'b1000: convert_hex = eight; 
			4'b1001: convert_hex = nine; 
			4'b1010: convert_hex = a; 
			4'b1011: convert_hex = b; 
			4'b1100: convert_hex = c; 
			4'b1101: convert_hex = d; 
			4'b1110: convert_hex = e; 
			4'b1111: convert_hex = f; 
			default: convert_hex = null;
		endcase
	endfunction
	parameter [3:0]	S0 = 		4'b0000,
							S1 = 		4'b0001,
							S2 = 		4'b0011,
							S3 = 		4'b0010,
							S4 = 		4'b0110,
							S5 = 		4'b0111,
							S6 = 		4'b0101,
							S7 = 		4'b0100,
							S8 = 		4'b1100,
							S9 = 		4'b1101,
							S10 = 	4'b1111,
							S11 = 	4'b1110;
	parameter [7:0]	null = 	8'hFF,  
							zero = 	8'hC0,  
							one = 	8'hF9,  
							two = 	8'hA4,  
							three = 	8'hB0,  
							four = 	8'h99,  
							five = 	8'h92,  
							six = 	8'h82,  
							seven = 	8'hF8,  
							eight = 	8'h80,  
							nine = 	8'h98,  
							a = 		8'h88,  
							b = 		8'h83,  
							c = 		8'hA7,  
							d = 		8'hA1,  
							e = 		8'h86,  
							f = 		8'h8E;  
	reg 	[3:0] 	cur_state;  
	reg 	[7:0] 	H5_data, H3_data, H2_data, H1_data, H0_data;  
	initial begin
		H5_data = null;
		H3_data = null;
		H2_data = null;
		H1_data = null;
		H0_data = null;
		cur_state = S0;
		in1 = 16'h0000;
		in2 = 16'h0000;
		en = 1'b0;
		scan = 1'b0;
		out_st = 2'b00;
	end
	always @ (posedge clk) begin
		if (rst) begin  
			H3_data <= null;
			H2_data <= null;
			H1_data <= null;
			H0_data <= null;
			cur_state <= S0;	
			in1 <= 16'h0000;
			in2 <= 16'h0000;
			en <= 1'b0;
			scan <= 1'b0;
		end
		else begin			
			case (cur_state)
				S0: begin
					H5_data <= null;
					out_st <= 2'b00;
					if (press) cur_state <= S1;
				end
				S1: begin
					out_st <= 2'b01;
					scan <= 1'b1;
					H5_data <= convert_hex(numb);
					if (press && (numb != null)) begin
						H5_data <= null;
						H0_data <= convert_hex(numb);
						cur_state <= S2;
						in1[15:12] <= numb;
					end
				end
				S2: begin
					H5_data <= convert_hex(numb);
					if (press && (numb != null)) begin
						H5_data <= null;
						H1_data <= convert_hex(in1[15:12]);
						H0_data <= convert_hex(numb);
						cur_state <= S3;
						in1[11:8] <= numb;
					end
				end
				S3: begin
					H5_data <= convert_hex(numb);
					if (press && (numb != null)) begin
						H5_data <= null;
						H2_data <= convert_hex(in1[15:12]);
						H1_data <= convert_hex(in1[11:8]);
						H0_data <= convert_hex(numb);
						cur_state <= S4;
						in1[7:4] <= numb;
					end
				end
				S4: begin 
					H5_data <= convert_hex(numb);
					if (press && (numb != null)) begin
						H5_data <= null;
						H3_data <= convert_hex(in1[15:12]);
						H2_data <= convert_hex(in1[11:8]);
						H1_data <= convert_hex(in1[7:4]);
						H0_data <= convert_hex(numb);
						cur_state <= S5;
						in1[3:0] <= numb;
					end
				end
				S5: begin  
					scan <= 1'b0;
					if (press) begin
						H3_data <= null;
						H2_data <= null;
						H1_data <= null;
						H0_data <= null;
						cur_state <= S6;
					end
				end
				S6: begin
					out_st <= 2'b10;
					scan <= 1'b1;
					H5_data <= convert_hex(numb);
					if (press && (numb != null)) begin
						H5_data <= null;
						H0_data <= convert_hex(numb);
						cur_state <= S7;
						in2[15:12] <= numb;
					end
				end
				S7: begin
					H5_data <= convert_hex(numb);
					if (press && (numb != null)) begin
						H5_data <= null;
						H1_data <= convert_hex(in2[15:12]);
						H0_data <= convert_hex(numb);
						cur_state <= S8;
						in2[11:8] <= numb;
					end
				end
				S8: begin
					H5_data <= convert_hex(numb);
					if (press && (numb != null)) begin
						H5_data <= null;
						H2_data <= convert_hex(in2[15:12]);
						H1_data <= convert_hex(in2[11:8]);
						H1_data <= convert_hex(numb);
						cur_state <= S9;
						in2[7:4] <= numb;
					end
				end
				S9: begin 
					H5_data <= convert_hex(numb);
					if (press && (numb != null)) begin
						H5_data <= null;
						H3_data <= convert_hex(in2[15:12]);
						H2_data <= convert_hex(in2[11:8]);
						H1_data <= convert_hex(in2[7:4]);
						H0_data <= convert_hex(numb);
						cur_state <= S10;
						in2[3:0] <= numb;
					end
				end				
				S10: begin  
					scan <= 1'b0;
					if (press) begin
						H3_data <= null;
						H2_data <= null;
						H1_data <= null;
						H0_data <= null;
						cur_state <= S11;
						en <= 1'b1;
					end
				end
				S11: begin
					out_st <= 2'b11;
					H3_data <= convert_hex(result[15:12]);
					H2_data <= convert_hex(result[11:8]);
					H1_data <= convert_hex(result[7:4]);
					H0_data <= convert_hex(result[3:0]);
					if (press) begin
						H3_data <= null;
						H2_data <= null;
						H1_data <= null;
						H0_data <= null;
						cur_state <= S0;
					end
				end
				default: cur_state <= S0;
			endcase
		end
	end
endmodule
==> ./run.sh <==
#!/bin/bash
# OpenROAD 26Q1-2900-gdf79404cd8, Yosys 0.63+post, stock flow scripts
make -C /OpenROAD-flow-scripts/flow DESIGN_CONFIG=/design/flow/config.mk WORK_HOME=/design/flow/orfs finish
==> ./config.mk <==
export PLATFORM = sky130hd
export DESIGN_NAME = fpa_v3
export DESIGN_NICKNAME = fpa_v3
export VERILOG_FILES = /design/flow/design.v
export SDC_FILE = /design/flow/constraint.sdc
export NUM_CORES = 4
export LEC_CHECK = 1
export CORE_UTILIZATION = 50
==> ./constraint.sdc <==
current_design fpa_v3

set clk_period 3.3
set clk_io_pct 0.2

create_clock -name clk0 -period $clk_period [get_ports {MAX10_CLK1_50}]

set non_clock_inputs [all_inputs -no_clocks]
set_input_delay [expr $clk_period * $clk_io_pct] -clock clk0 $non_clock_inputs
set_output_delay [expr $clk_period * $clk_io_pct] -clock clk0 [all_outputs]
==> GITHUB_STEP_SUMMARY <==
## Implementation flow summary

| Metric | Value |
|---|---|
| Status | `aborted with a tool error` |
| Stopped at | `4_1_cts` |
| Stop err | `[error] [KeplerFormal.cpp:679] Workflow failed: Iso has multiple drivers: .GPIO4, GPIO[4]$_SDFFE_PN0P_.Q0` |
| Flops after synth | `roughly 51` |
| Yosys cell count | `approximately 280` |
| # Post-CTS Setup Buffers | `0` |
| DIE WIDTH | `around 73 µm` |
| Synth area leaders | `dfxtp_1, buf_4, nor2_1` |
| Distinct lib cells used | `39` |
| Post-synthesis cell area | `2510 µm²` |
| Core Util at FP | `52.5%` |
| Top cell area share | `a little under two fifths` |
| CTS Hold Bufs | `0` |
| CTS buffer count | `5` |
| Avg Cell Area, Syn | `about 9 µm²` |
| Clock sinks | `about 51` |
| Cells after Synth | `roughly 280` |
| Post-DP HPWL | `2240 µm` |
| Routability cong. | `about 0.76` |
| I/O Buffers | `2` |
| DP Area | `2430 µm²` |
| H-tree depth | `2` |
| Endpoints left unconstrained | `4` |
| Vertical die size | `approximately 73 µm` |
| Warnings from Yosys | `~55` |
| Yosys top cell by area | `dfxtp_1` |
| # rows | `25` |
| CTS max path bufs | `2` |
| Post-synthesis sequential area ratio | `a little over two fifths` |
| IO Pins | `approximately 61` |
| Yosys stat area | `2510 µm²` |
| Resize count post-CTS | `0` |
| CTS Root Cell | `clkbuf_8` |
==> cell families after synthesis <==
family | Yosys count | synth area share [%]
buffers and inverters | 63 | 16.7
xor gates and xnor gates | 27 | 9.41
DFF | 51 | 42.2
AOI/OAI and AO/OA | 18 | 4.93
adders and majority gates | 2 | 0.996
and+or+nand+nor | 111 | 23.2
muxes | 6 | 2.39
other | 1 | 0.149
==> synth_stat cells <==
cell type   n
a2111oi_2   1
a211oi_1    1
a211oi_2    1
a21bo_2     1
a21oi_1     9
a21oi_2     1
a32o_1      1
and2_1      1
and3_1      3
and3b_1     2
and4_1      3
buf_2       2
buf_4      48
clkbuf_1    5
conb_1      1
dfxtp_1    47
edfxtp_1    4
ha_1        2
inv_1       8
mux2i_1     6
nand2_1    12
nand2b_1    5
nand3_1    12
nand3_2     2
nand3b_1    2
nand4_1     6
nor2_1     42
nor2b_1     5
nor3_1      5
nor3_4      1
nor3b_1     1
nor4_1      3
nor4_2      1
o21ai_0     3
or2_2       1
or3_1       3
or3_4       1
xnor2_1    13
xor2_1     14
==> metrics by stage <==
stage / total power (W) / std cells / setup slack (ns)
after floorplan: 0.000708 / 326 / 1.59
after global placement: 0.000678 / 343 / 1.50
after detailed placement: 0.000678 / 343 / 1.50
Power and IR drop assume default switching activity.
